==> /design/flow/design.v <==
module RSP(CLK, RESET,key_row,key_col, key_data1, key_data2);
input CLK, RESET;
input	[3:0] 	key_row;
output	[2:0]	key_col;
output [2:0] key_data1;
output [2:0] key_data2;
reg [2:0] key_data1, key_data2;
reg RANDOM, rsp_number, user_number;
wire	key_stop;
reg clk1, clk2;
	reg	[2:0]	state;
	reg [13:0]  counts1, counts2;
	parameter no_scan = 3'b000;
	parameter column1 = 3'b001;
	parameter column2 = 3'b010;
	parameter column3 = 3'b100; 
	parameter rock = 1;
	parameter scissor = 2;
	parameter paper = 3;
assign key_stop = key_row[0] | key_row[1] | key_row[2] | key_row[3] ;
assign key_col = state;
always @(posedge CLK or posedge RESET)  begin
	  	if(RESET) begin 
		counts1 <= 0; 
		clk1 <= 1; end
		else if (counts1 >= 500) begin counts1 <= 0; clk1 <= !clk1; end
		else counts1 <= counts1 +1; end
always @(posedge CLK or posedge RESET)  begin
	  	if(RESET) begin 
		counts2 <= 0; 
		clk2 <= 1; end
		else if (counts2 >= 600) begin counts2 <= 0; clk2 <= !clk2; end
		else counts2 <= counts2 +1; end
always @(negedge CLK or posedge RESET) 
	if(RESET) RANDOM <= 1;
	else if (RANDOM==3) 
		begin 
			RANDOM<=1;   
		end
	else 
		begin 
			RANDOM <= RANDOM+1; 
		end
always @(posedge clk1 or posedge RESET)
	begin
		if (RESET) state <= no_scan;
		else begin
		  if (!key_stop) begin
		    case (state)
		    no_scan : state <= column1;
		    column1 : state <= column2;
		    column2 : state <= column3;
		    column3 : state <= column1;
		    default : state <= no_scan;
		    endcase
		  end
		end
	end
always @ (posedge clk1) begin
	case (state)
	  column1 : case (key_row)
	  	4'b0001 : user_number=1;
	  	default : user_number=0;
	  	endcase
	  column2 : case (key_row)
	  	4'b0001 : user_number=2;
	  	4'b1000 : user_number=0; 
	  	default : user_number=0;
	  	endcase
	  column3 : case (key_row)
	  	4'b0001 : user_number=3; 
	  	default : user_number=0;
	  	endcase	  	
	  default : user_number=0;
	endcase
	end
	always @(posedge clk2) begin
	if (key_stop) begin
	rsp_number = RANDOM;	
	end
	end
		always @(posedge clk2) begin
	if(key_stop) begin
	case (user_number)
	  1  : key_data1 <= 3'b001;  
	  2 : key_data1 <= 3'b010;
	  3 : key_data1 <= 3'b100;  
	  default : key_data1 <= 3'b000;
	endcase
	end
	end
		always @(posedge clk2) begin
	if(key_stop) begin
	case (rsp_number)
	  1  : key_data2 <= 3'b001;  
	  2 : key_data2 <= 3'b010;
	  3 : key_data2 <= 3'b100;  
	  default : key_data2 <= 3'b000;
	endcase
	end
	end
endmodule
==> /design/flow/run.sh <==
#!/bin/bash
# OpenROAD 26Q1-2900-gdf79404cd8, Yosys 0.63+post, stock flow scripts
make -C /OpenROAD-flow-scripts/flow DESIGN_CONFIG=/design/flow/config.mk WORK_HOME=/design/flow/orfs finish
==> /design/flow/config.mk <==
export PLATFORM = sky130hd
export DESIGN_NAME = RSP
export DESIGN_NICKNAME = RSP
export VERILOG_FILES = /design/flow/design.v
export SDC_FILE = /design/flow/constraint.sdc
export NUM_CORES = 4
export LEC_CHECK = 1
export CORE_UTILIZATION = 40
==> /design/flow/constraint.sdc <==
current_design RSP

set clk_period 3.0
set clk_io_pct 0.2

create_clock -name clk0 -period $clk_period [get_ports {CLK}]

set non_clock_inputs [all_inputs -no_clocks]
set_input_delay [expr $clk_period * $clk_io_pct] -clock clk0 $non_clock_inputs
set_output_delay [expr $clk_period * $clk_io_pct] -clock clk0 [all_outputs]
==> reports/metrics.cfg <==
[placed_design]
place_worst_setup_slack_ps = 544.7
io_buffers = 10
place_hpwl_um = 1604
gpl.final_weighted_congestion = 0.8017
placed_cells = 206

[die]
placement_rows = 22
dieArea_um2 = 4267
dieWidth_um = 65.33
floorplan.io_pins = 15
design.core.area_um2 = 3744
fp_util = 0.4285
die_height_um = 65.33

[synthesis]
yosys.stat.seqShare = 0.6014
edf_count = 3
synth_area_um2 = 1604
synth.yosys.chip_area_um2 = 1604
ys_cells = 141
yosys-top-cells-count = sky130_fd_sc_hd__dfrtp_1, sky130_fd_sc_hd__nor2_1, sky130_fd_sc_hd__inv_1
ys_ff = 38
top_area_cell = sky130_fd_sc_hd__dfrtp_1
top_area_frac = 0.4836
ys_types = 37
synth-main-ff-cell = sky130_fd_sc_hd__dfrtp_1
ys_warn_count = 1
top_cells_by_area = sky130_fd_sc_hd__dfrtp_1, sky130_fd_sc_hd__edfxtp_1, sky130_fd_sc_hd__dfstp_2
avgSynthCellArea_um2 = 11.38
synth_cells = 141
most_common_cell_in_the_netlist = sky130_fd_sc_hd__dfrtp_1
synthArstFlopShare = 0.8947

[power]
ir_worst_vdd_mv = 0.2442
p_leak_uw = 0.0007961
power_density_nw_per_um2 = 503.2

[route]
num_antenna_cells = 0
wirelength_um = 2376
drt_iter0_markers = 34
routed_wire_length_per_instance_um = 11.10
antenna_violating_nets_post_route = 0
drt_pre_antenna_iters = 4
num_vias = 1028
vias_per_cell = 4.804
remaining_drc_errors = 0

[sta]
count_of_unclocked_register_or_latch_pins = 7
final_sum_of_negative_setup_slack_ps = 0
fin_worst_skew_ps = 4.706
report.final.hold_viol_count = 0
setup-violations-final = 0
final-max-slew-violation-count = 0
unconstrained_endpoints = 15
setup_ws_ps = 891.9
unrepaired_setup_endpoints_after_global_routing = no

[global_routing]
number_of_antenna_violations_at_the_first_check_in_global_routing = 0
grt_first_pass_wirelength_um = 4422
grt_util_all_layers = 0.1394
via_count_of_the_first_global_routing_pass = 988
pin_count_of_the_biggest_net_entering_global_routing = 34
globalRoute.totalOverflow = 0

[cells_and_area]
num-fill-cells = 339
ff_latch_area_um2 = 964.7
largest_registers = counts1 (14), counts2 (14), state (3)
logic_area_um2 = 596.8
syn2layout_area_growth_pct = 16.07
fraction_of_final_layout_cells_with_drive_strength_greater_than_1 = 0.08434
fin_cells = 214

[clock_tree]
cts_max_level = 2
cts_setup_buffers = 0
ctsLongestPathBuffers = 2
cts_buffers = 5
path_clk_slew_ps = 30
cts-root-buf = sky130_fd_sc_hd__clkbuf_8
clk_latency_ps = 280
tritoncts_clock_tree = built
ctsHoldBuffers = 0
post_cts.resized_instances = 0

[setup_path]
worstPathRequired_ps = 1960
worstSetupEndpointType = async pin
reg2reg_slack_ps = 1380
worst-setup-path-type = in -> async
worst_setup_path_start_kind = input pin
critical_path.max_stage_delay_ps = 400
worst_path_dominant_cell_family = buffers and inverters
cp_max_fo = 2
critical_path_arrival_ps = 1070
critical_path_cell_sequence = clkdlybuf4s50_1, inv_1
timing.critical_path.slowest_stage_cell = sky130_fd_sc_hd__clkdlybuf4s50_1
path_buffers = 2

[run_status]
outcome = finished, final reports clean

[job]
tally_of_openroad_warnings = 30
max-cap-violations = 0

[min_path]
timing.hold.worst.class = reg -> reg

-- per-stage QoR --
stage / hold WS, ps / instance area [µm²] / util / total power (µW)
floorplan: 413.3 / 1649 / - / 583.8
global placement: 423.8 / 1770 / 0.4729 / 615.2
detailed placement: 427.0 / 1770 / 0.4729 / 619.2
CTS: 435.0 / 1862 / 0.4973 / 952.1
global route: 454.4 / 1862 / 0.4973 / 989.3
finish: 430.2 / 1862 / 0.4973 / 936.8
-- cell type report --
cell class,count,area share
clock inverters,2,0.004704
clock buffers,7,0.04637
repair buffers,11,0.05780
well taps,48,0.03226
multi-input cells,98,0.3206
inverters,10,0.02016
flip-flops and latches,38,0.5181
-- cell families (layout without fill, tap and decap cells) --
kind of cell,Yosys count,after routing,synth area share
AND/OR/NAND/NOR,47,47,0.1630
flip-flops,38,38,0.6014
AND-OR/OR-AND,26,26,0.1037
buffers and inverters,17,30,0.05460
XOR/XNOR,8,8,0.04368
adder cells (fa/ha/maj),4,4,0.03120
other,1,13,0.002338
-- worst register-to-register path, cell delays in order, from the launching register on --
cell	delay [ps]
sky130_fd_sc_hd__dfrtp_1	360
sky130_fd_sc_hd__or4_4	530
sky130_fd_sc_hd__a311o_1	440
sky130_fd_sc_hd__xor2_1	200
-- metal layers --
layer / GRT usage / wire length, µm
met4: 0.02174 / 25
met3: 0.04401 / 145
met5: 0 / 0
met2: 0.2088 / 1017
met1: 0.2125 / 1188
-- placed cells by master (no fill, tap or decap), types with 5 or more instances in the layout --
cell type                          n
sky130_fd_sc_hd__o21ai_0           6
sky130_fd_sc_hd__clkdlybuf4s50_1  10
sky130_fd_sc_hd__nand3_1           6
sky130_fd_sc_hd__clkbuf_8          6
sky130_fd_sc_hd__nand2_1           5
sky130_fd_sc_hd__conb_1           13
sky130_fd_sc_hd__nor2_1           13
sky130_fd_sc_hd__dfrtp_1          31
sky130_fd_sc_hd__xor2_1            5
sky130_fd_sc_hd__inv_1            11
sky130_fd_sc_hd__a21oi_1           9
-- worst paths after layout --
kind                        startpoint          to  depth (start not counted)
max                              RESET      RANDOM                          2
min                             RANDOM      RANDOM                          1
max reg2reg                counts2[13]        clk2                          3
min reg2reg                     RANDOM      RANDOM                          1
max in group clk0          counts2[13]        clk2                          3
min in group asynchronous        RESET  counts2[9]                          3
-- where the power goes --
part,switching [µW],internal [µW]
registers,30.8,509
logic,25.3,39.3
clock network,146,186
total,202,735
Power is estimated from default activity; no workload was simulated.
