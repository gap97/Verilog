## /design/flow/config.mk

```make
export PLATFORM = sky130hd
export DESIGN_NAME = COUNT1000__C_SEG
export DESIGN_NICKNAME = COUNT1000__C_SEG
export VERILOG_FILES = /design/flow/design.v
export SDC_FILE = /design/flow/constraint.sdc
export NUM_CORES = 4
export LEC_CHECK = 1
export CORE_UTILIZATION = 40
```

## /design/flow/constraint.sdc

```tcl
current_design COUNT1000__C_SEG

set clk_period 9.3
set clk_io_pct 0.2

create_clock -name clk0 -period $clk_period [get_ports {CLK}]

set non_clock_inputs [all_inputs -no_clocks]
set_input_delay [expr $clk_period * $clk_io_pct] -clock clk0 $non_clock_inputs
set_output_delay [expr $clk_period * $clk_io_pct] -clock clk0 [all_outputs]
```

## /design/flow/design.v

```verilog
module COUNT1000__C_SEG(CLK, RESET, SEG_C, SEG_SEL);
input CLK, RESET;
output [6:0] SEG_C; 
output [7:0] SEG_SEL;
reg CLK2;
reg [6:0] SEG_C;
reg [3:0] COUNT_1, COUNT_10, COUNT_100, COUNT_TMP;  
reg [50:0] CLK_COUNT, CLK_COUNT2; 
reg [1:0] SEL_SEG; 
reg [7:0] SEG_SEL; 
reg CLK1;
always @(negedge CLK or posedge RESET) 
	if(RESET) 
		CLK2<=0;
	else if (CLK_COUNT==10000000) 
		begin 
			CLK_COUNT<=0; 
			CLK2<=1;  
		end
	else 
		begin 
			CLK_COUNT <= CLK_COUNT+1; 
			CLK2<=0; 
		end
always @(negedge CLK or posedge RESET)  
	if(RESET) 
		CLK1<=0;
	else if (CLK_COUNT2==100) 
		begin 
			CLK_COUNT2<=0; 
			CLK1<=1;  
		end
	else 
		begin 
		CLK_COUNT2 <= CLK_COUNT2+1; 
			CLK1<=0; 
		end
always @(negedge CLK2 or posedge RESET)
	if(RESET) 
		COUNT_1<=0;
	else if (COUNT_1==9) 
		COUNT_1<=0;
	else COUNT_1 <= COUNT_1+1;
always @(negedge CLK2 or posedge RESET)
	if(RESET) 
		COUNT_10<=0;
else if (COUNT_1 ==9) 
	begin
		if (COUNT_10==5) COUNT_10<=0;
		else COUNT_10 <= COUNT_10+1; 
	end
always@(negedge CLK1) 
	if(SEL_SEG==2) 
		SEL_SEG <=0;
	else SEL_SEG <= SEL_SEG+1;
always@(COUNT_1 or COUNT_10 or SEL_SEG)
	case (SEL_SEG)
		0 : COUNT_TMP <= COUNT_1;
		1 : COUNT_TMP <= COUNT_10;
	endcase
always@(SEL_SEG)
	case(SEL_SEG)
		0 : SEG_SEL <= 8'b11111110; 
		1 : SEG_SEL <= 8'b11111101;
	endcase
SEG_DEC U0 (COUNT_TMP,SEG_C);
endmodule
module SEG_DEC(DIGIT, SEG_DEC);
input [3:0] DIGIT;
output [6:0] SEG_DEC;
reg [6:0] SEG_DEC;
always @(DIGIT)
	case (DIGIT)  
	0 : SEG_DEC <= 7'h3f;  
	1 : SEG_DEC <= 7'h06;  
	2 : SEG_DEC <= 7'h5b;  
	3 : SEG_DEC <= 7'h4f;  
	4 : SEG_DEC <= 7'h66;  
	5 : SEG_DEC <= 7'h6d;  
	6 : SEG_DEC <= 7'h7c;  
	7 : SEG_DEC <= 7'h07;  
	8 : SEG_DEC <= 7'h7f;  
	9 : SEG_DEC <= 7'h67;  
	endcase
endmodule
```

## /design/flow/run.sh

```bash
#!/bin/bash
# OpenROAD 26Q1-2900-gdf79404cd8, Yosys 0.63+post, stock flow scripts
make -C /OpenROAD-flow-scripts/flow DESIGN_CONFIG=/design/flow/config.mk WORK_HOME=/design/flow/orfs finish
```

==> impl_metrics.ini <==
; yosys + openroad results
[global_routing]
grt_first_pass_wirelength_um = 19900
grt_remaining_overflow = 0
grt_usage_pct = 15.7
antenna_found_initial = 0
grt_pass1_vias = 4350
grt_max_degree = 50

[die]
io_pins = 17
initCoreUtil_pct = 41.2
num_rows = 45
die_w_um = 127
die_area_mm2 = 0.0162
core_area_mm2 = 0.0153
die_h_um = 127

[synthesis]
ys_area_mm2 = 0.00629
flop_cell = edfxtp_1
yosys_cells = 572
synthDistinctLibCells = 41
yosysWarnings = 2
ys_ff = 127
syn_inst = 572
avgSynthCellArea_um2 = 11.0
synthArstFlopShare_pct = 7.87
edf_count = 102
syn_area_mm2 = 0.00629

[route]
vias_per_cell = 5.06
drt-total-wl_um = 11600
diodes = 0
avgRoutedWirePerCell_um = 12.9
drtAntennaViolNets = 0
first_pass_iters = 4
drtIter0Drc = 244
vias = 4565
drc = 0

[placement]
gp_congestion = 0.891
io_buffers = 10
hpwlAfterDp_um = 7540
dpl-instance-area_mm2 = 0.00664
dp_slack_ps = 1140
placedCellCount = 785

[clocking]
post-cts-setup-buffers = 0
ctsLongestPathBuffers = 2
root_buffer = clkbuf_16
hold_buffers = 0
clkTransAtPathRegs_ps = 30
numCtsBuffers = 9
cts-resized-gates = 0
cts_tree = yes
htree_num_levels = 3
clock_latency_ps = 420

[sta]
tns_ps = 0
final_hold_viol_count = 0
slew_headroom_pct = 47.0
tightestPinTransition_ps = 788
unclocked_pins = 23
untimed_endpoints = 32
setup-violations-final = 0
final_max_slew_viol_count = 0
setup_slack_ps = 1590
rsz0062_at_grt = no
finClkSkew_ps = 71.1

[job]
cap_violations = 0
warning_count = 131

[setup_path]
path_max_fanout = 43
r2r_cells = 5
worstPathRequired_ps = 4730
critPathCaptureType = flip-flop
worstSetupPathType = primary input to flip-flop
crit_path_start_kind = primary input
r2r_slack_ps = 6710
cp.arrival_ps = 3140

[pwr]
p_per_area_mw_per_mm2 = 164
p_total_mw = 1.20
p_leak_nw = 2.95
peakVddDrop_v = 0.000112

[layout]
drive_above_1_share_pct = 4.78
stdcell_count = 902
area_delta_synth_final_pct = 16.3
finalInstanceArea_mm2 = 0.00732

[worst_hold_path]
holdPathStages = 1
hold_path.class = flip-flop to flip-flop

[outcome]
status = complete, no violations
[metrics by stage]
stage,util [%],hold slack (ps)
floorplan,-,551
global placement,43.5,590
detailed placement,43.5,599
CTS,48.0,613
global route,48.0,629
finish,48.0,601
[cells by family after synthesis]
family	count (synthesis)	synth area share, %
AND-OR/OR-AND	17	1.63
XOR/XNOR	102	14.2
adder cells (fa/ha/maj)	7	1.39
buffers and inverters	41	2.94
flip-flops	114	53.3
latches	13	3.10
multiplexers	4	0.696
other	1	0.0596
AND/OR/NAND/NOR	273	22.7
[power breakdown]
group / switching, mW / leakage [nW] / internal (mW)
clock network: 0.309 / 0.691 / 0.251
logic: 0.0289 / 1.01 / 0.0246
registers: 0.0349 / 1.25 / 0.554
[path summary, 6_finish.rpt]
kind                          startpoint             end
setup reg to reg           CLK_COUNT2[8]  CLK_COUNT2[50]
hold / removal             CLK_COUNT[35]   CLK_COUNT[35]
min in group asynchronous          RESET            CLK1
max in group asynchronous          RESET            CLK2
hold reg to reg            CLK_COUNT[35]   CLK_COUNT[35]
setup / recovery                   RESET   CLK_COUNT[17]
[synth_stat cells, types with 5 or more instances]
| cell | count | area [um^2] |
|---|---|---|
| nor2b_1 | 5 | 31.3 |
| nand4_1 | 33 | 206 |
| xor2_1 | 44 | 385 |
| nand2_1 | 52 | 195 |
| ha_1 | 7 | 87.6 |
| edfxtp_1 | 102 | 3060 |
| xnor2_1 | 58 | 508 |
| nor2_1 | 52 | 195 |
| dlxtn_1 | 13 | 195 |
| clkbuf_1 | 11 | 41.3 |
| nor4_1 | 28 | 175 |
| nor3_1 | 20 | 100 |
| and3_1 | 13 | 81.3 |
| nand3_1 | 46 | 230 |
| buf_4 | 6 | 45.0 |
| dfrtn_1 | 10 | 250 |
| inv_1 | 22 | 82.6 |
| o21ai_0 | 7 | 35.0 |
[cell type report]
class	instances	area, um^2
fillers	1321	7940
flip-flops and latches	127	3550
multi-input cells	409	2580
clock inverters	109	460
well taps	211	264
clock buffers	9	225
repair buffers	16	158
inverters	21	81.3
[worst max-delay path, stage by stage]
cell and delay [ps]:
clkdlybuf4s50_1 450, inv_4 430, buf_4 380
[layer usage]
layer / wire length [um] / vias to the layer above / GRT usage, %
met5: 0 / - / 0
met3: 544 / 16 / 4.74
li1: - / 2293 / -
met2: 5020 / 122 / 21.0
met4: 213 / 0 / 6.58
met1: 5860 / 2134 / 25.2
[placed cells by master (no fill, tap or decap), types with 7 or more instances in the layout]
master	instances
and3_1	13
clkbuf_16	9
clkdlybuf4s50_1	10
dfrtn_1	10
dlxtn_1	13
edfxtp_1	102
ha_1	7
inv_1	122
nand2_1	52
nand3_1	46
nand4_1	33
nor2_1	52
nor3_1	20
nor4_1	27
o21ai_0	7
xnor2_1	58
xor2_1	44
[registers in the layout, summed over array words and instances (netlist names)]
name / flops
COUNT_1: 4
CLK_COUNT: 51
CLK2: 1
U0.SEG_DEC: 7
SEL_SEG: 2
CLK_COUNT2: 51
SEG_SEL: 2
CLK1: 1
COUNT_TMP: 4
COUNT_10: 4
No activity file was given, so power comes from the tool's default toggle rates.
